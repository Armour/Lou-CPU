`flow/config.mk`:
```
export PLATFORM = sky130hd
export DESIGN_NAME = regFile
export DESIGN_NICKNAME = regFile
export VERILOG_FILES = /design/flow/design.v
export SDC_FILE = /design/flow/constraint.sdc
export NUM_CORES = 4
export LEC_CHECK = 1
export CORE_UTILIZATION = 30
```
`flow/constraint.sdc`:
```
current_design regFile

set clk_period 12.3
set clk_io_pct 0.2

create_clock -name clk0 -period $clk_period [get_ports {btn}]

set non_clock_inputs [all_inputs -no_clocks]
set_input_delay [expr $clk_period * $clk_io_pct] -clock clk0 $non_clock_inputs
set_output_delay [expr $clk_period * $clk_io_pct] -clock clk0 [all_outputs]
```
`flow/design.v`:
```
`timescale 1ns / 1ps
module regFile(
        input btn,
        input rst,
        input [4:0]regA,
        input [4:0]regB,
        input [4:0]regC,
        input [4:0]regW,
        input [31:0]Wdat,
        input RegWrite,
        output [31:0]Adat,
        output [31:0]Bdat,
        output [31:0]Cdat
    );
    reg [31:0]RegMem[31:0];
    assign Adat = RegMem[regA];
    assign Bdat = RegMem[regB];
    assign Cdat = RegMem[regC];
    always @(negedge btn or posedge rst) begin
		if (rst == 1'b1) begin
			RegMem[0] = {32{1'b0}};
			RegMem[1] = {32{1'b0}};
			RegMem[2] = {32{1'b0}};
			RegMem[3] = {32{1'b0}};
			RegMem[4] = {32{1'b0}};
			RegMem[5] = {32{1'b0}};
			RegMem[6] = {32{1'b0}};
			RegMem[7] = {32{1'b0}};
			RegMem[8] = {32{1'b0}};
			RegMem[9] = {32{1'b0}};
			RegMem[10] = {32{1'b0}};
			RegMem[11] = {32{1'b0}};
			RegMem[12] = {32{1'b0}};
			RegMem[13] = {32{1'b0}};
			RegMem[14] = {32{1'b0}};
			RegMem[15] = {32{1'b0}};
			RegMem[16] = 32'h0000ABCD;
			RegMem[17] = {32{1'b0}};
			RegMem[18] = {32{1'b0}};
			RegMem[19] = {32{1'b0}};
			RegMem[20] = {32{1'b0}};
			RegMem[21] = {32{1'b0}};
			RegMem[22] = {32{1'b0}};
			RegMem[23] = {32{1'b0}};
			RegMem[24] = {32{1'b0}};
			RegMem[25] = {32{1'b0}};
			RegMem[26] = {32{1'b0}};
			RegMem[27] = {32{1'b0}};
			RegMem[28] = {32{1'b0}};
			RegMem[29] = {32{1'b0}};
			RegMem[30] = {32{1'b0}};
			RegMem[31] = {32{1'b0}};
		end
		else if (RegWrite)
			RegMem[regW]= (regW == {5{1'b0}})? {32{1'b0}}: Wdat;
    end
endmodule
```
`flow/run.sh`:
```
#!/bin/bash
# OpenROAD 26Q1-2900-gdf79404cd8, Yosys 0.63+post, stock flow scripts
make -C /OpenROAD-flow-scripts/flow DESIGN_CONFIG=/design/flow/config.mk WORK_HOME=/design/flow/orfs finish
```
==> notes.org <==
* Implementation run

** Floorplan
- Fp util :: 0.302
- Chip area :: 0.186 mm²
- IO Count :: 151
- The die is 432 µm tall.
- Die X :: 432 µm
- Area inside the core boundary :: 0.183 mm²
- Row generation in the floorplan step produced 157 rows.

** CTS
- Hold Buf Count CTS :: 0
- Number of buffers between clock root and the deepest sink :: 3
- Post CTS Setup Buffer Count :: 0
- The root buffer cell chosen for the clock tree is sky130_fd_sc_hd__clkbuf_16.
- Number of CTS-inserted buffers :: 113
- Per the CTS log, the maximum H-tree level is 3.
- The clock tree has to reach 1024 sinks.
- The clock reaches the later pin of the worst-skew pair after 0.72 ns.
- Post_cts resized :: 0
- TritonCTS clock tree :: yes
- The registers of the reported paths see a clock transition of 0.05 ns.

** Cells and area
- Layout overhead on the synthesized area :: 18.1%
- The layout has 18500 filler cells.
- The layout summary lists the proportion of cells stronger than drive strength 1 as 0.111.
- The area taken by sequential standard cells is reported as 0.0256 mm².
- The layout report lists the multi-input gate area as 0.0279 mm².
- Max reg flops :: 1024

** Drt
- The routed layout has 65400 vias.
- Count of nets left with antenna violations after detail routing :: 0
- Total iterations of the first detailed-routing run :: 11
- Per the detail_route report, routed wire per instance is 46.7 µm.
- The violation tally recorded at the end of detailed-routing iteration 0 is 9530.
- Via-to-Cell Ratio :: 7.13
- After detailed routing, the number of remaining DRC violations is 0.
- The final layout contains routed wiring with a total length of 429000 µm.

** Logic synthesis
- Synthesis produced 6549 cells.
- According to the Yosys statistics, the synthesized design has a chip area of 0.0554 mm².
- Leading post-synthesis cells by cell area :: sky130_fd_sc_hd__dfrtn_1, sky130_fd_sc_hd__a22oi_1, sky130_fd_sc_hd__nand2_1
- Sequential fraction of the synthesis area :: 0.463
- In this run the cell area of the synthesized design comes to 0.0554 mm².
- Average instance area after synthesis :: 8.46 µm²
- Per the synthesis report, the dominant area consumer among library cells is sky130_fd_sc_hd__dfrtn_1.
- For this run, the leading register cell type out of synthesis is sky130_fd_sc_hd__dfrtn_1.
- The area fraction of the largest cell type after synthesis is 0.458.
- Yosys mapped a number of flops with a built-in enable equal to 0.
- The synthesized netlist was found by Yosys to have 6549 cells.
- The warning tally printed by Yosys for this design is 2.
- Unique cell types :: 71
- Flops out of synthesis :: 1024
- The synthesis report gives the async set-or-reset register share as 1.00.

** Power
- Clk network pwr share :: 0.366
- Per the OpenROAD power report, leakage power amounts to 27.9 nW.
- In this run the power density over the cells is 156 mW/mm².
- Of the total power, the share spent switching nets is 0.349.
- In the power breakdown, the internal column shows 6.65 mW.
- Share of power burned in combinational logic :: 0.150
- The design draws 10.2 mW.
- Power dissipated by switching net loads :: 3.57 mW
- Per the power-grid run, VDD falls by no more than 0.000134 V.
- The share of total power dissipated in sequential elements is 0.484.

** Run status
- The run finished with clean final reports.

** STA
- Setup repair after global routing missed its margin :: no
- The clock arrives with 0 ns of skew.
- The final timing report counts setup violations totalling 0.
- Final Hold Violation Tally :: 0
- Worst slew pin tran :: 1.07 ns
- Final count of pins violating max slew :: 0
- The worst-case max-slew headroom was logged as 0.284.
- Summed over all failing endpoints, the final setup total negative slack is 0 ns.

** Critical path
- The worst-case reg-to-reg setup slack stands at 11.43 ns.
- The launch point of the worst register-to-register path is recorded as RegMem[26][0].
- Startpoint type of the worst setup path :: flop
- For reference, the most critical setup path is categorized as reg -> out.
- Data required time of the critical path :: 9.84 ns
- The worst setup path is captured at a primary output.
- Endpoint of the lowest-slack register-to-register path :: RegMem[26][0]
- Arr. time, crit path :: 9.71 ns
- Crit-path max FO :: 4
- Reg2reg path depth :: 2

** Run
- In this run the maximum-capacitance check reported violations numbering 0.
- OpenROAD emitted warnings numbering 47.

** Worst hold path
- The startpoint identified for the worst hold timing path is RegMem[4][31].
- Worst hold path endpoint :: RegMem[4][31]
- Worst Hold Path Cells :: 2
- Min-Delay Path Class :: reg -> reg

** Placement
- Routability congestion estimate :: 1.10
- As logged by OpenROAD, the buffers inserted on ports number 150.
- Summed over all nets, the half-perimeter wirelength after detailed placement is 262000 µm.

** Global routing
- The first global-routing pass estimated 566000 µm of wire.
- The number of global-route vias before repair came to 60600.
- Entering global routing, the biggest net connects 111 pins.
- For this run, the total global-route usage over all layers was measured as 0.469.
- The initial antenna violation count is 54.
- GRT Residual Overflow :: 0
critical path: stages (launching register included):
cell and delay [ns]:
sky130_fd_sc_hd__dfrtn_1 0.49, sky130_fd_sc_hd__a21boi_0 0.11, sky130_fd_sc_hd__a2111oi_0 0.80, sky130_fd_sc_hd__a21oi_1 0.10, sky130_fd_sc_hd__nand4_1 0.15, sky130_fd_sc_hd__nor4_1 0.06
sky130_fd_sc_hd__nor2_1 0.52, sky130_fd_sc_hd__clkdlybuf4s50_1 0.59
cells in the mapped netlist (8+ instances only):
master and count:
sky130_fd_sc_hd__buf_4 27, sky130_fd_sc_hd__nor4_1 61, sky130_fd_sc_hd__and2_1 40, sky130_fd_sc_hd__nand2b_1 12
sky130_fd_sc_hd__a31oi_1 17, sky130_fd_sc_hd__a2111oi_0 9, sky130_fd_sc_hd__nand2_1 1432, sky130_fd_sc_hd__dfrtn_1 1014
sky130_fd_sc_hd__o21ai_1 9, sky130_fd_sc_hd__nor2b_1 20, sky130_fd_sc_hd__a22o_1 30, sky130_fd_sc_hd__a211oi_1 11
sky130_fd_sc_hd__a221oi_1 23, sky130_fd_sc_hd__mux2_2 12, sky130_fd_sc_hd__buf_1 13, sky130_fd_sc_hd__mux2i_1 15
sky130_fd_sc_hd__buf_2 195, sky130_fd_sc_hd__inv_1 15, sky130_fd_sc_hd__a32oi_1 13, sky130_fd_sc_hd__or3_1 11
sky130_fd_sc_hd__nor2_1 222, sky130_fd_sc_hd__nand4_1 156, sky130_fd_sc_hd__and4_1 12, sky130_fd_sc_hd__dfstp_2 10
sky130_fd_sc_hd__nand3b_1 10, sky130_fd_sc_hd__a222oi_1 29, sky130_fd_sc_hd__a22oi_1 1257, sky130_fd_sc_hd__nor3b_1 8
sky130_fd_sc_hd__or3b_1 8, sky130_fd_sc_hd__nand3_1 78, sky130_fd_sc_hd__and3_1 15, sky130_fd_sc_hd__nor2_2 17
sky130_fd_sc_hd__o21ai_0 1012, sky130_fd_sc_hd__nor3_1 92, sky130_fd_sc_hd__a21oi_1 156, sky130_fd_sc_hd__clkbuf_1 405
power by group through the flow:
stage	Sequential, mW	Combinational (mW)	Clock, mW
finish	4.95	1.53	3.74
global route	4.97	1.65	3.84
CTS	4.87	1.47	3.71
how the worst max path moves through the flow:
stage | startpoint | endpoint | slack (ns) | cells past startpoint
after CTS | RegMem[2][25] | Cdat[25] | 0.35 | 7
after global routing | RegMem[6][25] | Cdat[25] | 0.19 | 7
final | RegMem[6][25] | Cdat[25] | 0.13 | 7
routing by layer:
layer / vias up / routed length, µm / global-route usage
met5: - / 1630 / 0.0635
met4: 62 / 45200 / 0.361
met3: 2600 / 75000 / 0.328
met2: 6868 / 162000 / 0.588
met1: 31600 / 145000 / 0.543
li1: 24300 / - / -
area by class of cell:
cell class	instances	share of cell area
Inverter	14	0.000860
Clock inverter	77	0.0127
Tap cell	2464	0.0471
Antenna cell	80	0.00306
Multi-Input combinational cell	4869	0.426
Clock buffer	144	0.0474
Sequential cell	1024	0.392
Timing Repair Buffer	508	0.0709
cell usage in the layout, fill, tap and decap left out, drive strengths merged, types with 16 or more instances in the layout:
master and count:
and3 16, a222oi 29, buf 367, nand2 1433
a21oi 156, nor4 61, nor2b 20, a22oi 1257
o21ai 1021, clkinv 29, nand3 78, nand4 156
and2 41, a31oi 17, a221oi 23, clkbuf 144
a22o 30, clkdlybuf4s50 141, diode 80, clkinvlp 16
nor2 246, inv 32, nor3 92, dfrtn 1014
metrics by stage:
stage / instance area, µm² / hold slack [ns] / cells / util / setup WS [ns]
floorplan: 55400 / 0.428 / 6549 / - / -10.03
global placement: 61300 / 0.446 / 8880 / 0.335 / 0.731
detailed placement: 61300 / 0.466 / 8880 / 0.335 / 0.743
CTS: 65300 / 0.467 / 9100 / 0.356 / 0.346
global route: 65300 / 0.501 / 9110 / 0.356 / 0.187
finish: 65500 / 0.472 / 9180 / 0.357 / 0.127
kinds of logic after synthesis:
| family | share of synthesized area |
|---|---|
| DFF | 0.463 |
| and+or+nand+nor | 0.174 |
| buffers and inverters | 0.0508 |
| muxes | 0.00596 |
| AOI/OAI and AO/OA | 0.306 |
Power is estimated from default activity; no workload was simulated.
