[flow/run.sh]
#!/bin/bash
# OpenROAD 26Q1-2900-gdf79404cd8, Yosys 0.63+post, stock flow scripts
make -C /OpenROAD-flow-scripts/flow DESIGN_CONFIG=/design/flow/config.mk WORK_HOME=/design/flow/orfs finish
[flow/config.mk]
export PLATFORM = sky130hd
export DESIGN_NAME = adder32
export DESIGN_NICKNAME = adder32
export VERILOG_FILES = /design/flow/design.v
export SDC_FILE = /design/flow/constraint.sdc
export NUM_CORES = 4
export LEC_CHECK = 1
export CORE_AREA = 10 10 111 111
export DIE_AREA = 0 0 121 121
[flow/constraint.sdc]
current_design adder32

set clk_period 16.2
set clk_io_pct 0.2

create_clock -name clk0 -period $clk_period

set non_clock_inputs [all_inputs -no_clocks]
set_input_delay [expr $clk_period * $clk_io_pct] -clock clk0 $non_clock_inputs
set_output_delay [expr $clk_period * $clk_io_pct] -clock clk0 [all_outputs]
[flow/design.v]
`timescale 1ns / 1ps
module adder32(
        input[31:0] A, B,
        input Cin, mode,
        output[31:0] S,
        output CF, OF
    );
     wire t1, t2, t3, t4, t5, t6, t7;
     adder4 add1(A[3:0], B[3:0], Cin, mode, S[3:0], t1, w1);
     adder4 add2(A[7:4], B[7:4], t1, mode, S[7:4], t2, w2);
     adder4 add3(A[11:8], B[11:8], t2, mode, S[11:8], t3, w3);
     adder4 add4(A[15:12], B[15:12], t3, mode, S[15:12], t4, w4);
     adder4 add5(A[19:16], B[19:16], t4, mode, S[19:16], t5, w5);
     adder4 add6(A[23:20], B[23:20], t5, mode, S[23:20], t6, w6);
     adder4 add7(A[27:24], B[27:24], t6, mode, S[27:24], t7, w7);
     adder4 add8(A[31:28], B[31:28], t7, mode, S[31:28], CF, OF);
endmodule
`timescale 1ns / 1ps
module adder4(
        input[3:0] A,B,
        input Cin, mode,
        output[3:0] S,
        output CF, OF
    );
    wire[3:0] xb, p, g;
    xor(xb[0], B[0], mode);  
    xor(xb[1], B[1], mode);
    xor(xb[2], B[2], mode);
    xor(xb[3], B[3], mode);
    and(g[0], A[0], xb[0]);     
    and(g[1], A[1], xb[1]);
    and(g[2], A[2], xb[2]);
    and(g[3], A[3], xb[3]);
    or(p[0], A[0], xb[0]);  
    or(p[1], A[1], xb[1]);
    or(p[2], A[2], xb[2]);
    or(p[3], A[3], xb[3]);
    xor(S[0], A[0], xb[0], Cin);  
    wire u1, u2;
    and(u1, p[0], Cin);
    or(u2, g[0], u1);
    xor(S[1], A[1], xb[1], u2);  
    wire v1, v2, v3;
    and(v1, p[1], g[0]);
    and(v2, p[1], p[0], Cin);
    or(v3, g[1], v1, v2);
    xor(S[2], A[2], xb[2], v3);  
    wire w1, w2, w3, w4;
    and(w1, p[2], g[1]);
    and(w2, p[2], p[1], g[0]);
    and(w3, p[2], p[1], p[0], Cin);
    or(w4, g[2], w1, w2, w3);
    xor(S[3], A[3], xb[3], w4);  
    wire x1, x2, x3, x4;
    and(x1, p[3], g[2]);
    and(x2, p[3], p[2], g[1]);
    and(x3, p[3], p[2], p[1], g[0]);
    and(x4, p[3], p[2], p[1], p[0], Cin);
    or(CF, g[3], x1, x2, x3, x4);     
    xor(Of, w4, CF);
endmodule
==> qor.txt <==
status = completed
actual slew at the worst max-slew pin = 570 ps
number of cells in Yosys stat = 333
CP arrival = 6790 ps
worst hold path type = input port to output port
Basic Gates by Area = 0.122
Comb pwr share = 1.000
Log Warnings = 72
Worst path top cell family by delay = buffers and inverters
Resized Gates After CTS = 0
Maximum Capacitance Violations = 0
I/O pin cnt = 100
largest net degree at the start of global routing = 33
routability congestion estimate from global placement = 0.870
Startpoint Class = input port
critical-path cell list = buf_2, buf_4, xor2_1, inv_1, ha_1, nor4_4, nand3_2, a211oi_4, o31ai_2, nand2_2, nor2_1, o31a_1, fa_1, xnor2_1, clkdlybuf4s50_1
Netlist cell types = 47
Finished Core Util = 0.372
Max VDD drop = 23.0 uV
FP Core Util = 0.257
final wirelength = 6490 um
Final TNS setup = 0 ps
Cell Area, Placed = 0.00367 mm^2
first-pass GRT wire length = 10800 um
postcts setup bufs = 0
CP required = 12960 ps
Worst setup EP type = output port
Iteration-0 DRC Markers = 44
AO/OA Area Share = 0.167
P_leak = 1.81 nW
share of layout cells above drive strength 1 = 0.0350
Mux area share = 0.0119
design area = 0.00367 mm^2
wire per inst = 11.6 um
WS Path Type = input port to output port
Switching Fraction = 0.400
max_slew headroom = 0.620
Vias/cell = 4.07
vias in the first global route = 2293
power share of the clock group = 0
Final Max Slew Viols = 0
remaining antenna violation count = 0
dominant kind of combinational cell = adder cells
Top cells excl fill/tap = clkdlybuf4s50_1 (98), inv_1 (85), ha_1 (64), xor2_1 (43), nor2_1 (22)
grt total ovfl = 0
ANT cells = 0
RSZ-0062 raised after global routing = no
Tot Pwr = 168 uW
crit share post-route = 0.619
total core area = 0.00986 mm^2
DIE HEIGHT = 121 um
number of port buffers = 99
Sequential cell area = 0 um^2
total die size = 0.0146 mm^2
YS chip area = 0.00253 mm^2
First-pass DRT Iterations = 4
post-detail-place hpwl = 5890 um
share of power burned in registers = 0
XOR Share, Synth = 0.183
antenna violations before repair = 0
DRC = 0
Synth Instances = 333
Top cell excl fill/tap = clkdlybuf4s50_1
Internal = 101 uW
Synth Area in Adders = 0.379
Ys Warns = 9
register share after synthesis = 0
hold path cells = 5
gr usage total = 0.0871
post-cts hold buffer count = 0
FP Rows = 36
area growth from synthesis to layout = 44.9%
Die Wd = 121 um
PwrDens = 45.8 mW/mm^2
Setup-failing EPs final = 0
worst-path maximum fanout = 32
Crit path depth = 15
CP max stage delay = 480 ps
Crit path buffers/inverters = 4
Mapped Avg Cell Area = 7.60 um^2
flip-flops = 0
via count = 2281
Tmin final = 10030 ps
slowest CP cell = clkdlybuf4s50_1
CLK BUF = 0
Fin. Hold Viols = 0
synthesized area = 0.00253 mm^2
Sw Pwr = 67.2 uW
Max Fclk = 99.7 MHz
==> metrics by stage <==
step           cells  worst slack, ps  hold slack, ps
2_1_floorplan    333             6780            6590
3_3_place_gp     561             6170            7570
3_5_place_dp     561             6110            7570
4_1_cts          561             6100            7580
5_1_grt          561             5880            7620
6_report         561             6170            7570
==> power groups by stage <==
stage	clock network, mW	logic (mW)	registers, mW
final	0	0.168	0
after global routing	0	0.189	0
after CTS	0	0.173	0
==> cell usage after synthesis (5+ instances only) <==
master    number  share of area
nor2_1        22          0.033
xnor2_1       10          0.035
o21ai_0        5         0.0099
nor2b_1        5          0.012
ha_1          64           0.32
o21bai_1       5          0.015
a21oi_1       18          0.036
fa_1           8          0.063
nand2_1        9          0.013
inv_1         85           0.13
xor2_1        43           0.15
==> per-layer routing <==
layer | GRT usage | part of all wire | up-vias
met5 | 0 | 0 | -
met4 | 0 | 0 | 0
met3 | 0.0151 | 0.060 | 0
met2 | 0.151 | 0.47 | 58
met1 | 0.117 | 0.47 | 991
li1 | - | - | 1232
==> final cells by class <==
| type | count | area (um^2) |
|---|---|---|
| multi-input cells | 243 | 2190 |
| inverters | 85 | 319 |
| well taps | 133 | 166 |
| repair buffers | 100 | 993 |
| fillers | 981 | 6190 |
==> path summary, 6_finish.rpt <==
check                   end  slack [ps]  start
worst max-delay path  S[29]        6170   mode
worst min-delay path  S[21]        7570  A[21]
==> cell families after synthesis <==
logic type / Yosys count
adder cells (fa/ha/maj): 72
buffers and inverters: 90
AND/OR/NAND/NOR: 58
multiplexers: 3
other: 1
XOR/XNOR: 53
AND-OR/OR-AND: 56
No activity file was given, so power comes from the tool's default toggle rates.
